<file path="design/flow/design.v">
`timescale 1ns / 1ps
module moore_ovlp_1010(
output reg detect,
input din,clk,reset
    );
reg[2:0] state,next_st;
parameter S0=3'd0,
          S1=3'd1,
          S2=3'd2,
          S3=3'd3,
          S4=3'd4;
always@(posedge clk or posedge reset)begin
if(reset)
    state<=S0;
else 
    state<=next_st;
 end
 always@(*)begin
 next_st=state;
 detect=0;
 case(state)
 S0:next_st=din?S1:S0;
 S1:next_st=din?S1:S2;
 S2:next_st=din?S3:S0;
 S3:next_st=din?S1:S4;
 S4:begin
 detect=1;
 if(din)
 next_st=S3;
 else begin
 next_st=S0;
 end
 end
 default:next_st=S0;
 endcase
 end
endmodule
</file>
<file path="design/flow/run.sh">
#!/bin/bash
# OpenROAD 26Q1-2900-gdf79404cd8, Yosys 0.63+post, stock flow scripts
make -C /OpenROAD-flow-scripts/flow DESIGN_CONFIG=/design/flow/config.mk WORK_HOME=/design/flow/orfs finish
</file>
<file path="design/flow/config.mk">
export PLATFORM = sky130hd
export DESIGN_NAME = moore_ovlp_1010
export DESIGN_NICKNAME = moore_ovlp_1010
export VERILOG_FILES = /design/flow/design.v
export SDC_FILE = /design/flow/constraint.sdc
export NUM_CORES = 4
export LEC_CHECK = 1
export CORE_AREA = 10 10 70 70
export DIE_AREA = 0 0 80 80
</file>
<file path="design/flow/constraint.sdc">
current_design moore_ovlp_1010

set clk_period 1.0
set clk_io_pct 0.2

create_clock -name clk0 -period $clk_period [get_ports {clk}]

set non_clock_inputs [all_inputs -no_clocks]
set_input_delay [expr $clk_period * $clk_io_pct] -clock clk0 $non_clock_inputs
set_output_delay [expr $clk_period * $clk_io_pct] -clock clk0 [all_outputs]
</file>
==> flow_summary.json <==
{
  "outcome": "finished, final reports clean",
  "grt_pass1_vias": 153,
  "worst_slew_margin_rel_pct": 87.9,
  "reg2regPathDepth": 4,
  "grt_pass1_wl_um": 655,
  "port_buffers": 3,
  "die-height_um": 80,
  "wl_met3_um": 77,
  "wl_met2_um": 134,
  "cts_made_buffers": 3,
  "n_antenna_cell": 0,
  "grt_max_degree": 6,
  "worstPathCellList": "buf_4, buf_4, nor3_2, nor2_1",
  "max-cap-violations": 0,
  "syn_inst": 12,
  "critical_path_class": "flip-flop to flip-flop",
  "synth_cell_types": 8,
  "clkSinkCount": 5,
  "ys.warnings.count": 1,
  "fmax_mhz": 1070,
  "tool_warnings": 25,
  "drt_iter0_drc": 5,
  "top_layer": "met3",
  "rsz0062_at_grt": "no",
  "slowest_delay_ns": 0.37,
  "antenna_found_initial": 0,
  "syn_area_per_cell_um2": 14.0,
  "seq_power_share_pct": 45.4,
  "hold_violations": 0,
  "fp_util_pct": 4.91,
  "wl_met1_um": 190,
  "top_regs": "state x5",
  "cp_common_cell": "buf_4",
  "final.period_utilization_pct": 93.7,
  "r2r_end": "state[0]$_DFF_PP1_",
  "drtAntennaViolNets": 0,
  "fillerInstances": 401,
  "power_density_mw_per_mm2": 1700,
  "min_path_type": "primary input to async pin",
  "comb_area_um2": 42.5,
  "cts_root_buf": "clkbuf_4",
  "globalplace.congestion": 0.659,
  "finalSetupViolations": 0,
  "critPathCapture": "state[0]$_DFF_PP1_",
  "clk_latency_ns": 0.24,
  "drc": 0,
  "path_clk_slew_ns": 0.05,
  "top_register": "state",
  "required_ns": 1.17,
  "drv_slew": 0,
  "cp_slowest_cell": "dfrtp_1",
  "first_pass_iters": 2,
  "cp_max_fo": 2,
  "grt.total_usage_pct": 1.44,
  "setup.reg_to_reg.worst_slack_ns": 0.06,
  "chip_area_mm2": 0.00640,
  "crit_start": "state[1]$_DFF_PP0_",
  "internal_power_uw": 392,
  "p_clk_share_pct": 47.6,
  "ys_chip_area_um2": 168,
  "period_minus_slack_ns": 0.937,
  "fin_worst_skew_ns": 0.00543,
  "synth_area_um2": 168,
  "rows": 21,
  "max-vdd-ir-drop_mv": 0.195,
  "syn_to_final_growth_pct": 76.9,
  "p_switching_uw": 111,
  "ys_seq_share_pct": 75.4,
  "ff_latch_area_um2": 126,
  "p_leak_nw": 0.123,
  "vias_per_cell": 1.79,
  "cts_tree": "built",
  "fin_setup_tns_ns": 0,
  "cts_buffer_depth": 2,
  "dp.final_hpwl_um": 281,
  "sw_frac_of_total_pct": 22.0,
  "cp.arrival_ns": 1.11,
  "rr_startpoint": "state[1]$_DFF_PP0_",
  "grt.overflow.total": 0,
  "worstMarginPinSlew_ns": 0.180,
  "die_width_um": 80,
  "critPathCaptureType": "flip-flop",
  "core_mm2": 0.00342,
  "yosys_cells": 12,
  "wl_per_cell_um": 6.00,
  "drive_above_1_share_pct": 38.1,
  "num_io_pins": 4,
  "cts.htree.levels": 1,
  "ys.flops": 5,
  "wl_um": 402,
  "power_frac_comb_pct": 7.0,
  "via_count": 120,
  "power_uw": 503,
  "finish.utilization_pct": 8.68,
  "largest_reg_flops": 5,
  "crit_path_start_kind": "flip-flop"
}
-- per-layer routing --
layer / vias up / track usage, %
li1: 57 / -
met1: 56 / 1.27
met2: 7 / 1.69
met3: 0 / 2.27
met4: 0 / 0.352
met5: - / 0
-- worst min path at each step --
stage,to,cells after the start
after global routing,state[4]$_DFF_PP0_,2
after CTS,state[4]$_DFF_PP0_,2
final,state[4]$_DFF_PP0_,2
-- cell usage in the layout (no fill, tap or decap) --
master	Yosys	layout
clkbuf_2	0	1
clkdlybuf4s50_1	0	2
o31a_1	1	1
dfrtp_1	4	4
nor3_2	0	1
clkbuf_4	0	3
buf_4	0	2
o21a_1	1	1
nor2_1	1	1
inv_1	1	1
nor2b_1	2	2
clkbuf_1	0	1
dfstp_2	1	1
-- through the flow --
stage | hold WS, ns | area, µm² | setup WS (ns) | std cells
after CTS | 0.156 | 297 | 0.00828 | 67
after global placement | 0.400 | 263 | 0.0104 | 62
after floorplan | -0.0222 | 168 | 0.262 | 12
after detailed placement | 0.421 | 263 | 0.0160 | 62
after global routing | 0.183 | 297 | 0.00693 | 67
final | 0.158 | 297 | 0.0627 | 67
-- layout make-up --
class | instances | share of cell area, %
inverter | 1 | 1.27
timing repair buffer | 5 | 13.5
multi-input combinational | 6 | 14.3
clock buffer | 4 | 8.86
sequential | 5 | 42.6
tap | 46 | 19.4
-- power groups by stage --
stage / Clock (mW) / Combinational (mW) / Sequential [mW]
global route: 0.262 / 0.0411 / 0.230
CTS: 0.247 / 0.0345 / 0.227
finish: 0.239 / 0.0354 / 0.228
-- cells in the mapped netlist --
cell     instances  area (µm²)
dfstp_2          1        26.3
dfrtp_1          4         100
inv_1            1        3.75
nor3_1           1        5.00
nor2_1           1        3.75
o31a_1           1        8.76
nor2b_1          2        12.5
o21a_1           1        7.51
-- kinds of logic (layout without fill, tap and decap cells) --
family	after synthesis	count (layout)	share of synthesized area (%)
simple gates	4	4	12.7
buf+inv	1	10	2.24
flops	5	5	75.4
compound gates	2	2	9.70
-- critical path, delay by kind of cell (launching register included) --
family,cells,cell delay (ns)
DFF,1,0.37
and+or+nand+nor,2,0.25
buffers and inverters,2,0.26
-- repair_timing --
action | CTS | global route
endpoints found under the hold margin | 0 | 0
setup buffers | 1 | 0
resized | 2 | 2
endpoints found under the setup margin | 1 | 2
hold buffers | 0 | 0
Power and IR drop assume default switching activity.
