==> flow/design.v <==
`timescale 1ns / 1ps
module BCD_DA_FLOW(
output [3:0]S,
output [3:0]Z,
output c_out,
input [3:0]a,
input [3:0]b,
input Cin
);
wire c1,c2,c3,c4,w,c5,c6,c7;
FA_DA_FLOW u1(Z[0],c1,a[0],b[0],Cin);
FA_DA_FLOW u2(Z[1],c2,a[1],b[1],c1);
FA_DA_FLOW u3(Z[2],c3,a[2],b[2],c2);
FA_DA_FLOW u4(Z[3],c4,a[3],b[3],c3);
assign w=c4|(Z[3]&Z[2])|(Z[3]&Z[1]);
FA_DA_FLOW u5(S[0],c5,Z[0],0,Cin);
FA_DA_FLOW u6(S[1],c6,Z[1],w,c5);
FA_DA_FLOW u7(S[2],c7,Z[2],w,c6);
FA_DA_FLOW u8(S[3],c_out,Z[3],0,c7);
endmodule
module FA_DA_FLOW(
output S,
output c_out,
input A,
input B,
input C
);
assign S=A^B^C;
assign c_out=(A&B)|(B&C)|(C&A);
endmodule
==> flow/run.sh <==
#!/bin/bash
# OpenROAD 26Q1-2900-gdf79404cd8, Yosys 0.63+post, stock flow scripts
make -C /OpenROAD-flow-scripts/flow DESIGN_CONFIG=/design/flow/config.mk WORK_HOME=/design/flow/orfs finish
==> flow/config.mk <==
export PLATFORM = sky130hd
export DESIGN_NAME = BCD_DA_FLOW
export DESIGN_NICKNAME = BCD_DA_FLOW
export VERILOG_FILES = /design/flow/design.v
export SDC_FILE = /design/flow/constraint.sdc
export NUM_CORES = 4
export LEC_CHECK = 1
export CORE_AREA = 10 10 70 70
export DIE_AREA = 0 0 80 80
==> flow/constraint.sdc <==
current_design BCD_DA_FLOW

set clk_period 3.6
set clk_io_pct 0.2

create_clock -name clk0 -period $clk_period

set non_clock_inputs [all_inputs -no_clocks]
set_input_delay [expr $clk_period * $clk_io_pct] -clock clk0 $non_clock_inputs
set_output_delay [expr $clk_period * $clk_io_pct] -clock clk0 [all_outputs]
==> flow_metrics.env <==
# yosys + openroad results
export IMPL_io_pins=18
export IMPL_place_area_um2=521.8
export IMPL_grt_pass1_wl_um=1235
export IMPL_max_freq_mhz=235.6
export IMPL_cp_data_required_time_ns=2.88
export IMPL_period_needed_ns=4.245
export IMPL_yosys_stat_seqShare_pct=0
export IMPL_path_depth=13
export IMPL_rows=21
export IMPL_wl_um=742
export IMPL_yosysCellCount=35
export IMPL_seq_area_um2=0
export IMPL_max_vdd_ir_drop_v=0.0001218
export IMPL_cp_cell_sequence="buf_8 > inv_4 > fa_2 > fa_2 > fa_2 > inv_2 > fa_1 > a21oi_2 > fa_2 > inv_2 > fa_2 > ha_4 > buf_6"
export IMPL_nClkBuffers=0
export IMPL_pre_cts_slack_ns=-1.572
export IMPL_grt_pass1_vias=255
export IMPL_crit_buf_inv=5
export IMPL_crit_path_end_kind="primary output"
export IMPL_status="finished with violations"
export IMPL_die_area_mm2=0.006400
export IMPL_grt_remaining_overflow=0
export IMPL_syn_area_per_cell_um2=8.294
export IMPL_critPathArrivalTime_ns=3.53
export IMPL_drt_pass1_iterations=1
export IMPL_cp_top_family="adder cells"
export IMPL_maxSlewViolCount=0
export IMPL_yosys_warnings=2
export IMPL_worstPathMaxFanout=2
export IMPL_whs_ns=2.124
export IMPL_hold_violations=0
export IMPL_warning_count=37
export IMPL_fillCellCount=396
export IMPL_placed_cells=95
export IMPL_postSynthCellCount=35
export IMPL_grt_total_usage_pct=2.392
export IMPL_rsz0062_at_grt="true"
export IMPL_num_antenna_cells=0
export IMPL_met2_usage_pct=3.772
export IMPL_yosysUniqueCellTypes=7
export IMPL_slowest_stage="fa_1"
export IMPL_die_height_um=80
export IMPL_cap_violations=0
export IMPL_first_iter_violations=0
export IMPL_path_class="input pin to primary output"
export IMPL_drive_gt1_share_pct=56.00
export IMPL_grtUsageMet3_pct=1.250
export IMPL_fin_crit_sh_pct=117.9
export IMPL_power_density_mw_per_mm2=255.3
export IMPL_crit_path_frequent_cell="fa_2"
export IMPL_syn_area_um2=290.3
export IMPL_min_to="S[0]"
export IMPL_place_detailed_hpwl_um=687.2
export IMPL_wire_per_inst_um=7.729
export IMPL_grt_max_degree=3
export IMPL_tns_ns=-2.065
export IMPL_synth_chip_area_um2=290.3
export IMPL_timing_hold_worst_class="input pin to primary output"
export IMPL_final_cell_area_um2=559.3
export IMPL_holdPathStages=3
export IMPL_coreArea_mm2=0.003416
export IMPL_leakage_nw=0.2592
export IMPL_die_x_um=80
export IMPL_ant_nets=0
export IMPL_initial_core_util_pct=8.498
export IMPL_final_util_pct=16.37
export IMPL_via_per_inst=2.323
export IMPL_vias=223
export IMPL_busiest_layer="met2"
export IMPL_place_congestion=0.7643
export IMPL_instances_no_fill=96
export IMPL_setup_ws_ns=-0.6451
export IMPL_area_growth_pct=92.67
export IMPL_drc=0
export IMPL_ff_count=0
export IMPL_numPortBuffers=18
export IMPL_finalSetupViolations=4
export IMPL_tightest_slew_ns=0.1226
export IMPL_violations="setup timing"
export IMPL_antenna_found_initial=0
export IMPL_met1_usage_pct=3.016
export IMPL_power_mw=0.1428
export IMPL_worstHoldStart="b[0]"
export IMPL_startpoint_type="input pin"
export IMPL_maxSlewHeadroom_pct=91.80
export IMPL_critPathMaxStageDelay_ns=0.44
[logic make-up (layout without fill, tap and decap cells)]
logic type      Yosys count  after routing  synth area share [%]
simple gates              1              1                 1.292
fa+ha+maj                 9              9                 54.31
buf+inv                  23             38                 40.09
compound gates            2              2                 4.310
[area by class of cell]
cell class,instances,area (um^2),area share (%)
repair buffers,23,230.2,41.16
multi-input cells,12,202.7,36.24
well taps,46,57.56,10.29
inverters,15,68.82,12.30
[worst max path at each step]
stage / from / to / slack [ns]
CTS: b[0] / S[3] / -0.70
global route: a[0] / S[3] / -0.78
finish: a[0] / S[3] / -0.65
[metal layers]
layer	share of wire [%]	routed length, um	vias to the layer above
met4	0	0	0
met5	0	0	-
li1	-	-	115
met2	42	309	13
met3	16	117	0
met1	42	315	95
[cell usage after synthesis]
library cell,count,area (um^2)
nand2_1,1,3.750
ha_1,3,37.54
a21o_1,1,7.510
fa_1,6,120.1
a21oi_1,1,5.000
inv_1,15,56.30
buf_4,8,60.06
[where the power goes]
| part | internal [mW] | switching [mW] |
|---|---|---|
| registers | 0 | 0 |
| clock network | 0 | 0 |
| logic | 0.0940 | 0.0487 |
[what timing repair did]
action	4_1_cts	5_1_grt
endpoints found under the setup margin	7	5
hold buffers	0	0
setup buffers	2	0
hold endpoints to repair	0	0
gates cloned	0	0
resized	44	6
pin swaps	8	9
[placed cells by master (no fill, tap or decap), types with 2 or more instances in the layout]
master,synthesis,final
fa_2,0,5
buf_4,8,4
ha_1,3,2
inv_4,0,2
buf_6,0,6
dlygate4sd2_1,0,2
clkdlybuf4s50_1,0,8
buf_8,0,2
inv_1,15,7
inv_2,0,5
No activity file was given, so power comes from the tool's default toggle rates.
