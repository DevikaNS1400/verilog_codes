--- run.sh ---
#!/bin/bash
# OpenROAD 26Q1-2900-gdf79404cd8, Yosys 0.63+post, stock flow scripts
make -C /OpenROAD-flow-scripts/flow DESIGN_CONFIG=/design/flow/config.mk WORK_HOME=/design/flow/orfs finish
--- config.mk ---
export PLATFORM = sky130hd
export DESIGN_NAME = moore_nonovlp
export DESIGN_NICKNAME = moore_nonovlp
export VERILOG_FILES = /design/flow/design.v
export SDC_FILE = /design/flow/constraint.sdc
export NUM_CORES = 4
export LEC_CHECK = 1
export CORE_AREA = 10 10 70 70
export DIE_AREA = 0 0 80 80
--- constraint.sdc ---
current_design moore_nonovlp

set clk_period 1.1
set clk_io_pct 0.2

create_clock -name clk0 -period $clk_period [get_ports {clk}]

set non_clock_inputs [all_inputs -no_clocks]
set_input_delay [expr $clk_period * $clk_io_pct] -clock clk0 $non_clock_inputs
set_output_delay [expr $clk_period * $clk_io_pct] -clock clk0 [all_outputs]
--- design.v ---
`timescale 1ns / 1ps
module moore_nonovlp(
output reg detect,
input din,clk,reset
    );
reg[2:0] state,next_st;
parameter S0=3'd0,
          S1=3'd1,
          S2=3'd2,
          S3=3'd3,
          S4=3'd4;
always@(posedge clk or posedge reset)begin
if(reset)
    state<=S0;
else 
    state<=next_st;
 end
 always@(*)begin
 next_st=state;
 detect=0;
 case(state)
 S0:next_st=din?S1:S0;
 S1:next_st=din?S1:S2;
 S2:next_st=din?S3:S0;
 S3:next_st=din?S1:S4;
 S4:begin
 detect=1;
 if(din)
 next_st=S1;
 else begin
 next_st=S0;
 end
 end
 default:next_st=S0;
 endcase
 end
endmodule
==> metrics.txt <==
# HELP chip_impl_metric Synthesis and place-and-route metrics
# TYPE chip_impl_metric gauge
chip_impl_info{name="status",value="complete, no violations"} 1
chip_impl_metric{name="chip_footprint",unit="um2"} 6400
chip_impl_metric{name="grtUsageTotal",unit="%"} 1.32
chip_impl_info{name="crit_path_start_kind",value="register"} 1
chip_impl_metric{name="number_of_h_tree_branching_levels",unit=""} 1
chip_impl_info{name="yosysMostFrequentCell",value="dfrtp_1"} 1
chip_impl_metric{name="timing.max_slew.rel_slack",unit="%"} 88.0
chip_impl_metric{name="fp.dieH",unit="um"} 80
chip_impl_info{name="regMostFlops",value="state"} 1
chip_impl_info{name="startpoint",value="state[1]$_DFF_PP0_"} 1
chip_impl_info{name="reg2reg_to",value="state[3]$_DFF_PP0_"} 1
chip_impl_metric{name="final_area",unit="um2"} 293
chip_impl_info{name="synthFlopType",value="dfrtp_1"} 1
chip_impl_metric{name="power.static_leakage",unit="uW"} 0.000116
chip_impl_info{name="beginning_of_the_worst_register_to_register_path",value="state[1]$_DFF_PP0_"} 1
chip_impl_metric{name="yosys_cells",unit=""} 12
chip_impl_metric{name="drc_errors",unit=""} 0
chip_impl_metric{name="floorplanUtilization",unit="%"} 4.95
chip_impl_metric{name="worst_ep_arrival_time",unit="ns"} 1.15
chip_impl_info{name="reg_top3",value="state: 5 flops"} 1
chip_impl_info{name="timing.critical_path.to_type",value="register"} 1
chip_impl_info{name="timing_worst_setup_path_type",value="reg -> reg"} 1
chip_impl_metric{name="cellPowerDensity",unit="nW/um2"} 1520
chip_impl_metric{name="grt_antenna_before_repair",unit=""} 1
chip_impl_metric{name="first_pass_grt_wire_length",unit="um"} 579
chip_impl_info{name="cp_cell_sequence",value="buf_4 > o41a_1"} 1
chip_impl_metric{name="cts.clk_slew.worst_paths",unit="ns"} 0.05
chip_impl_metric{name="cts_sinks",unit=""} 5
chip_impl_metric{name="timing_max_transition_violations_final",unit=""} 0
chip_impl_metric{name="synth.lib_cells_used.distinct",unit=""} 8
chip_impl_metric{name="totalNegativeSetupSlack",unit="ns"} 0
chip_impl_metric{name="totalWireLength",unit="um"} 339
chip_impl_metric{name="routability_congestion_estimate_from_global_placement",unit=""} 0.668
chip_impl_metric{name="synth_largest_type_area_fraction",unit="%"} 59.3
chip_impl_metric{name="detail_route.wirelength.met1",unit="um"} 134
chip_impl_metric{name="maxCapViolCount",unit=""} 0
chip_impl_metric{name="worst_slack",unit="ns"} 0.0607
chip_impl_metric{name="largest_register_ff_count",unit=""} 5
chip_impl_metric{name="num_io_pins",unit=""} 4
chip_impl_metric{name="min_period_over_period",unit="%"} 94.5
chip_impl_info{name="cp_slowest_cell",value="o41a_1"} 1
chip_impl_metric{name="chipWidth",unit="um"} 80
chip_impl_metric{name="synth_flop_count",unit=""} 5
chip_impl_metric{name="place_ws",unit="ns"} 0.0422
chip_impl_metric{name="clk-insertion-delay-late",unit="ns"} 0.24
chip_impl_metric{name="synth.yosys.warnings",unit=""} 1
chip_impl_metric{name="max_freq",unit="MHz"} 962
chip_impl_info{name="critical_path.endpoint",value="state[3]$_DFF_PP0_"} 1
chip_impl_info{name="rsz0062_at_grt",value="false"} 1
chip_impl_metric{name="r2r_setup_slack",unit="ns"} 0.06
chip_impl_metric{name="routed_via_density",unit=""} 1.79
chip_impl_metric{name="post_dp_cell_area",unit="um2"} 256
chip_impl_metric{name="async_s_r_ff_share_synth",unit="%"} 100
chip_impl_metric{name="worst_clock_skew",unit="ns"} 0.00652
chip_impl_metric{name="worst-path-buf-inv",unit=""} 1
chip_impl_metric{name="hold_buffers",unit=""} 0
chip_impl_metric{name="report.final.setup_viol",unit=""} 0
chip_impl_info{name="cts_tree",value="yes"} 1
chip_impl_metric{name="globalRouteOverflowTotal",unit=""} 0
chip_impl_info{name="min-delay-path-class",value="in -> async"} 1
chip_impl_metric{name="cts-root-to-sink-buffers",unit=""} 2
chip_impl_info{name="common_cells",value="dfrtp_1, nor2b_1"} 1
chip_impl_metric{name="finalWorstPathRequiredPeriod",unit="ns"} 1.04
chip_impl_metric{name="reg2reg_depth",unit=""} 2
chip_impl_metric{name="synth_area_per_cell",unit="um2"} 14.1
chip_impl_metric{name="met2RoutedLength",unit="um"} 114
chip_impl_metric{name="hold_viol",unit=""} 0
chip_impl_metric{name="worstSetupPathDepth",unit=""} 2
chip_impl_metric{name="drt-pass1-iter-count",unit=""} 2
chip_impl_info{name="netlist.top_cell.by_area",value="dfrtp_1"} 1
chip_impl_metric{name="fillCellCount",unit=""} 403
chip_impl_metric{name="drive_gt1_share",unit="%"} 25.0
chip_impl_metric{name="dp_hpwl",unit="um"} 269
chip_impl_metric{name="crit_path_max_fanout",unit=""} 2
chip_impl_metric{name="syn-cell-area",unit="um2"} 169
chip_impl_metric{name="grt_max_degree",unit=""} 6
chip_impl_info{name="clockRootBuffer",value="clkbuf_4"} 1
chip_impl_metric{name="place.port_buffers",unit=""} 3
chip_impl_metric{name="number_of_warnings_in_the_stage_logs",unit=""} 25
chip_impl_metric{name="cp.required",unit="ns"} 1.21
chip_impl_metric{name="final_core_util",unit="%"} 8.57
chip_impl_metric{name="drtIter0Drc",unit=""} 2
chip_impl_info{name="highest_routed_layer",value="met3"} 1
chip_impl_metric{name="vdd_ir_drop_max",unit="V"} 0.000324
chip_impl_info{name="area_leaders",value="dfrtp_1, dfstp_2, nor2b_1"} 1
chip_impl_metric{name="first_global_vias",unit=""} 133
chip_impl_metric{name="num_vias",unit=""} 120
chip_impl_info{name="critical_path.top_delay_family",value="AND-OR/OR-AND gates"} 1
chip_impl_metric{name="wl_per_cell",unit="um"} 5.06
chip_impl_metric{name="tightestPinTransition",unit="ns"} 0.179
chip_impl_metric{name="seq_area_frac_synth",unit="%"} 74.8
chip_impl_metric{name="ant_nets",unit=""} 0
chip_impl_metric{name="synth_cells",unit=""} 12
chip_impl_metric{name="critical_path.max_stage_delay",unit="ns"} 0.40
chip_impl_metric{name="syn_to_final_growth",unit="%"} 73.3
chip_impl_metric{name="yosysChipArea",unit="um2"} 169
chip_impl_metric{name="fin_worst_hold_slack",unit="ns"} 0.171
chip_impl_metric{name="rows",unit=""} 21
chip_impl_metric{name="cts-buffers-inserted",unit=""} 3
chip_impl_metric{name="enable_flop_cells",unit=""} 0
chip_impl_metric{name="coreArea",unit="um2"} 3420
chip_impl_metric{name="route.met3.wl",unit="um"} 90
## report_power, final
group	internal, uW	total [uW]	switching [uW]	leakage [uW]
clock	137	213	75.9	0.0000150
combinational	16.4	27.4	11.0	0.0000358
sequential	199	204	5.63	0.0000657
total	352	445	92.5	0.000116
## layer usage
| metal | global-route usage (%) | vias up |
|---|---|---|
| li1 | - | 57 |
| met1 | 1.20 | 55 |
| met2 | 1.36 | 8 |
| met3 | 2.39 | 0 |
| met4 | 0.176 | 0 |
| met5 | 0 | - |
## worst reg2reg max path, stage by stage, from the launching register on
cell,delay [ns]
dfrtp_1,0.37
buf_4,0.14
o41a_1,0.40
## timing repair
action                                  4_1_cts  5_1_grt
resized                                       1        1
endpoints found under the setup margin        1        1
setup buffers                                 1        0
## cells in the final DEF (no fill, tap or decap), drive strengths merged
cell type and count:
nor2 1, dfrtp 4, o41a 1, clkdlybuf4s50 2, nor3 1, diode 1
and2 1, dfstp 1, buf 1, clkbuf 4, clkdlybuf4s15 1, inv 1
nor2b 2
## how the worst min path moves through the flow
stage	end	cells after the start	slack, ns
6_report	state[4]$_DFF_PP0_	2	0.17
5_1_grt	state[4]$_DFF_PP0_	2	0.19
4_1_cts	state[1]$_DFF_PP0_	2	0.17
## cell families after synthesis
logic type / Yosys count / share of synthesized area, %
buffers and inverters: 1 / 2.22
and+or+nand+nor: 5 / 16.3
DFF: 5 / 74.8
AOI/OAI and AO/OA: 1 / 6.67
## stage by stage
stage / power, uW / std cells
final: 445 / 67
after global routing: 476 / 67
after CTS: 456 / 66
after detailed placement: 234 / 61
after global placement: 232 / 61
after floorplan: 220 / 12
## final cells by class
type,instances,area (um2),share of cell area (%)
Inverter,1,3.75,1.28
Clock buffer,4,26.3,8.97
Antenna cell,1,2.50,0.855
Sequential cell,5,126,43.2
Timing Repair Buffer,4,37.5,12.8
Multi-Input combinational cell,6,38.8,13.2
Tap cell,46,57.6,19.7
No activity file was given, so power comes from the tool's default toggle rates.
